`flow/design.v`:
```
`timescale 1ns / 1ps
module control_low_area(clk,rst,addra,addrb,mulEnd,outLoop,mulOn,karatRst,karatDone,done);
input clk,rst,karatDone;
output reg [1:0] addra,addrb;
output reg mulEnd,outLoop,mulOn;
output done;
output reg karatRst;
reg [8:0]count;
reg [5:0] pstate,nstate;
always @(posedge clk)
    begin
        if(rst)
            count<=9'd0;
        else if(pstate>=6'd41)
            count<=count;
        else
            count<=count+1;
    end
always@(posedge clk)
begin
if(rst)
pstate<=6'd0;
else
pstate<=nstate;
end
assign done=(pstate==6'd41 || rst==1)?1:0;
always@(*)
begin
case(pstate)
    6'd0: nstate<=6'd1;
    6'd1:
       begin
           if(karatDone==1)
               nstate<=6'd2;
           else
               nstate<=6'd1;
       end
    6'd2: nstate<=6'd3;
    6'd3: nstate<=6'd4;
    6'd4: 
       begin
           if(karatDone==1)
               nstate<=6'd5;
           else
               nstate<=6'd4;
       end
    6'd5: nstate<=6'd6;
    6'd6: 
       begin
           if(karatDone==1)
               nstate<=6'd7;
           else
               nstate<=6'd6;
       end
    6'd7: nstate<=6'd8;
    6'd8: nstate<=6'd9;
    6'd9: 
       begin
           if(karatDone==1)
               nstate<=6'd10;
           else
               nstate<=6'd9;
       end
    6'd10: nstate<=6'd11;
    6'd11: 
       begin
           if(karatDone==1)
               nstate<=6'd12;
           else
               nstate<=6'd11;
       end
    6'd12: nstate<=6'd13;
    6'd13: 
        begin
            if(karatDone==1)
                nstate<=6'd14;
            else
                nstate<=6'd13;
        end
    6'd14: nstate<=6'd15;
    6'd15: nstate<=6'd16;
    6'd16: 
       begin
            if(karatDone==1)
                nstate<=6'd17;
            else
                nstate<=6'd16;
        end
    6'd17: nstate<=6'd18;
    6'd18: 
       begin
            if(karatDone==1)
                nstate<=6'd19;
            else
                nstate<=6'd18;
        end
    6'd19: nstate<=6'd20;
    6'd20: 
       begin
            if(karatDone==1)
                nstate<=6'd21;
            else
                nstate<=6'd20;
        end
    6'd21: nstate<=6'd22;
    6'd22: 
       begin
            if(karatDone==1)
                nstate<=6'd23;
            else
                nstate<=6'd22;
        end
    6'd23: nstate<=6'd24;
    6'd24: nstate<=6'd25;
    6'd25: 
       begin
            if(karatDone==1)
                nstate<=6'd26;
            else
                nstate<=6'd25;
        end
    6'd26: nstate<=6'd27;
    6'd27: 
       begin
            if(karatDone==1)
                nstate<=6'd28;
            else
                nstate<=6'd27;
        end
    6'd28: nstate<=6'd29;
    6'd29: 
       begin
            if(karatDone==1)
                nstate<=6'd30;
            else
                nstate<=6'd29;
        end
    6'd30: nstate<=6'd31;
    6'd31: nstate<=6'd32;
    6'd32: 
       begin
            if(karatDone==1)
                nstate<=6'd33;
            else
                nstate<=6'd32;
        end
    6'd33: nstate<=6'd34;
    6'd34: 
       begin
            if(karatDone==1)
                nstate<=6'd35;
            else
                nstate<=6'd34;
        end
    6'd35: nstate<=6'd36;
    6'd36: nstate<=6'd37;
    6'd37: 
       begin
            if(karatDone==1)
                nstate<=6'd38;
            else
                nstate<=6'd37;
        end
    6'd38: nstate<=6'd39;
    6'd39: nstate<=6'd40;
    6'd40: nstate<=6'd41;
    default: nstate<=6'd41;
    endcase
end
always@(*)
begin
case(pstate)
    6'd0:
    begin
        mulOn<=1'd0;
        mulEnd<=1'd0;
        outLoop<=1'd0;
        addra<=2'd0;
        addrb<=2'd0;
        karatRst<=1'd1;
    end
    6'd1:
    begin
        mulOn<=1'd0;
        mulEnd<=1'd0;
        outLoop<=1'd0;
        addra<=2'd0;
        addrb<=2'd0;
        karatRst<=1'd0;
    end
    6'd2:
    begin
        mulOn<=1'd1;
        mulEnd<=1'd0;
        outLoop<=1'd0; 
        addra<=2'd0;
        addrb<=2'd0;
        karatRst<=1'd1;
    end
    6'd3:
    begin
        mulOn<=1'd0;
        mulEnd<=1'd0;
        outLoop<=1'd1;  
        addra<=2'd0;
        addrb<=2'd1;
        karatRst<=1'd1;
    end
    6'd4:
    begin
        mulOn<=1'd0;
        mulEnd<=1'd0;
        outLoop<=1'd0;
        addra<=2'd0;
        addrb<=2'd1;
        karatRst<=1'd0;
    end
    6'd5:
    begin
        mulOn<=1'd1;
        mulEnd<=1'd0;
        outLoop<=1'd0;
        addra<=2'd1;
        addrb<=2'd0;
        karatRst<=1'd1;
    end
    6'd6:
    begin
        mulOn<=1'd0;
        mulEnd<=1'd0;
        outLoop<=1'd0;
        addra<=2'd1;
        addrb<=2'd0;
        karatRst<=1'd0;
    end
    6'd7:
    begin
        mulOn<=1'd1;
        mulEnd<=1'd0;
        outLoop<=1'd0;
        addra<=2'd0;
        addrb<=2'd0;
        karatRst<=1'd1;
    end
    6'd8:
    begin
        mulOn<=1'd0;
        mulEnd<=1'd0;
        outLoop<=1'd1;  
        addra<=2'd0;
        addrb<=2'd2;
        karatRst<=1'd1;
    end
    6'd9:
    begin
        mulOn<=1'd0;
        mulEnd<=1'd0;
        outLoop<=1'd0; 
        addra<=2'd0;
        addrb<=2'd2;
        karatRst<=1'd0;
    end
    6'd10:
    begin
        mulOn<=1'd1;
        mulEnd<=1'd0;
        outLoop<=1'd0;
        addra<=2'd1;
        addrb<=2'd1;
        karatRst<=1'd1;
    end
    6'd11:
    begin
        mulOn<=1'd0;
        mulEnd<=1'd0;
        outLoop<=1'd0; 
        addra<=2'd1;
        addrb<=2'd1;
        karatRst<=1'd0;
    end
    6'd12:
    begin
        mulOn<=1'd1;
        mulEnd<=1'd0;
        outLoop<=1'd0;
        addra<=2'd2;
        addrb<=2'd0;
        karatRst<=1'd1;
    end
    6'd13:
    begin
        mulOn<=1'd0;
        mulEnd<=1'd0;
        outLoop<=1'd0; 
        addra<=2'd2;
        addrb<=2'd0;
        karatRst<=1'd0;
    end
    6'd14:
    begin
        mulOn<=1'd1;
        mulEnd<=1'd0;
        outLoop<=1'd0;
        addra<=2'd0;
        addrb<=2'd0;
        karatRst<=1'd1;
    end
    6'd15:
    begin
        mulOn<=1'd0;
        mulEnd<=1'd0;
        outLoop<=1'd1;  
        addra<=2'd0;
        addrb<=2'd3;
        karatRst<=1'd1;
    end
    6'd16:
    begin
        mulOn<=1'd0;
        mulEnd<=1'd0;
        outLoop<=1'd0; 
        addra<=2'd0;
        addrb<=2'd3;
        karatRst<=1'd0;
    end
    6'd17:
    begin
        mulOn<=1'd1;
        mulEnd<=1'd0;
        outLoop<=1'd0;
        addra<=2'd1;
        addrb<=2'd2;
        karatRst<=1'd1;
    end
    6'd18:
    begin
        mulOn<=1'd0;
        mulEnd<=1'd0;
        outLoop<=1'd0; 
        addra<=2'd1;
        addrb<=2'd2;
        karatRst<=1'd0;
    end
    6'd19:
    begin
        mulOn<=1'd1;
        mulEnd<=1'd0;
        outLoop<=1'd0; 
        addra<=2'd2;
        addrb<=2'd1;
        karatRst<=1'd1;
    end
    6'd20:
    begin
        mulOn<=1'd0;
        mulEnd<=1'd0;
        outLoop<=1'd0; 
        addra<=2'd2;
        addrb<=2'd1;
        karatRst<=1'd0;
    end
    6'd21:
    begin
        mulOn<=1'd1;
        mulEnd<=1'd0;
        outLoop<=1'd0; 
        addra<=2'd3;
        addrb<=2'd0;
        karatRst<=1'd1;
    end
    6'd22:
    begin
        mulOn<=1'd0;
        mulEnd<=1'd0;
        outLoop<=1'd0; 
        addra<=2'd3;
        addrb<=2'd0;
        karatRst<=1'd0;
    end
    6'd23:
    begin
        mulOn<=1'd1;
        mulEnd<=1'd0;
        outLoop<=1'd0; 
        addra<=2'd0;
        addrb<=2'd0;
        karatRst<=1'd1;
    end
    6'd24:
    begin
        mulOn<=1'd0;
        mulEnd<=1'd0;
        outLoop<=1'd1;  
        addra<=2'd1;
        addrb<=2'd3;
        karatRst<=1'd1;
    end
    6'd25:
    begin
        mulOn<=1'd0;
        mulEnd<=1'd0;
        outLoop<=1'd0; 
        addra<=2'd1;
        addrb<=2'd3;
        karatRst<=1'd0;
    end
    6'd26:
    begin
        mulOn<=1'd1;
        mulEnd<=1'd0;
        outLoop<=1'd0;
        addra<=2'd2;
        addrb<=2'd2;
        karatRst<=1'd1;
    end
    6'd27:
    begin
        mulOn<=1'd0;
        mulEnd<=1'd0;
        outLoop<=1'd0; 
        addra<=2'd2;
        addrb<=2'd2;
        karatRst<=1'd0;
    end
    6'd28:
    begin
        mulOn<=1'd1;
        mulEnd<=1'd0;
        outLoop<=1'd0;
        addra<=2'd3;
        addrb<=2'd1;
        karatRst<=1'd1;
    end
    6'd29:
    begin
        mulOn<=1'd0;
        mulEnd<=1'd0;
        outLoop<=1'd0; 
        addra<=2'd3;
        addrb<=2'd1;
        karatRst<=1'd0;
    end
    6'd30:
    begin
        mulOn<=1'd1;
        mulEnd<=1'd0;
        outLoop<=1'd0;
        addra<=2'd0;
        addrb<=2'd0;
        karatRst<=1'd1;
    end
    6'd31:
    begin
        mulOn<=1'd0;
        mulEnd<=1'd0;
        outLoop<=1'd1;  
        addra<=2'd2;
        addrb<=2'd3;
        karatRst<=1'd1;
    end
    6'd32:
    begin
        mulOn<=1'd0;
        mulEnd<=1'd0;
        outLoop<=1'd0;
        addra<=2'd2;
        addrb<=2'd3;
        karatRst<=1'd0;
    end
    6'd33:
    begin
        mulOn<=1'd1;
        mulEnd<=1'd0;
        outLoop<=1'd0;
        addra<=2'd3;
        addrb<=2'd2;
        karatRst<=1'd1;
    end
    6'd34:
    begin
        mulOn<=1'd0;
        mulEnd<=1'd0;
        outLoop<=1'd0;
        addra<=2'd3;
        addrb<=2'd2;
        karatRst<=1'd0;
    end
    6'd35:
    begin
        mulOn<=1'd1;
        mulEnd<=1'd0;
        outLoop<=1'd0;
        addra<=2'd0;
        addrb<=2'd0;
        karatRst<=1'd1;
    end
    6'd36:
    begin
        mulOn<=1'd0;
        mulEnd<=1'd0;
        outLoop<=1'd1;  
        addra<=2'd3;
        addrb<=2'd3;
        karatRst<=1'd1;
    end
    6'd37:
    begin
        mulOn<=1'd0;
        mulEnd<=1'd0;
        outLoop<=1'd0;
        addra<=2'd3;
        addrb<=2'd3;
        karatRst<=1'd0;
    end
    6'd38:
    begin
        mulOn<=1'd1;
        mulEnd<=1'd0;
        outLoop<=1'd0; 
        addra<=2'd0;
        addrb<=2'd0;
        karatRst<=1'd1;
    end
    6'd39:
    begin
        mulOn<=1'd0;
        mulEnd<=1'd0;
        outLoop<=1'd1;  
        addra<=2'd0;
        addrb<=2'd0;
        karatRst<=1'd1;
    end
    6'd40:
    begin
        mulOn<=1'd0;
        mulEnd<=1'd1;
        outLoop<=1'd0; 
        addra<=2'd0;
        addrb<=2'd0;
        karatRst<=1'd1;
    end
default:            
    begin
        mulOn<=1'd0;
        mulEnd<=1'd0;
        outLoop<=1'd0;
        addra<=2'd0;
        addrb<=2'd0;
        karatRst<=1'd1;
    end
endcase
end
endmodule
```
`flow/run.sh`:
```
#!/bin/bash
# OpenROAD 26Q1-2900-gdf79404cd8, Yosys 0.63+post, stock flow scripts
make -C /OpenROAD-flow-scripts/flow DESIGN_CONFIG=/design/flow/config.mk WORK_HOME=/design/flow/orfs finish
```
`flow/config.mk`:
```
export PLATFORM = sky130hd
export DESIGN_NAME = control_low_area
export DESIGN_NICKNAME = control_low_area
export VERILOG_FILES = /design/flow/design.v
export SDC_FILE = /design/flow/constraint.sdc
export NUM_CORES = 4
export LEC_CHECK = 1
export CORE_AREA = 10 10 89 89
export DIE_AREA = 0 0 99 99
```
`flow/constraint.sdc`:
```
current_design control_low_area

set clk_period 4.0
set clk_io_pct 0.2

create_clock -name clk0 -period $clk_period [get_ports {clk}]

set non_clock_inputs [all_inputs -no_clocks]
set_input_delay [expr $clk_period * $clk_io_pct] -clock clk0 $non_clock_inputs
set_output_delay [expr $clk_period * $clk_io_pct] -clock clk0 [all_outputs]
```
==> flow_summary.toml <==
# synthesis and place-and-route metrics
[global_routing]
grt_max_degree = 24
grtUsageTotal = 0.0782
grt_pass1_wl_um = 6730
grt_pass1_vias = 1368
antenna_found_initial = 0
grt_overflow_total = 0

[floorplanning]
chip_area_um2 = 9800
fp_util = 0.234
ios = 12
chipHeight_um = 99
fp-row-count = 28
fp.dieW_um = 99
core-area_um2 = 5990

[cells_and_area]
logic_area_um2 = 987
post-route-util = 0.265
num-fill-cells = 650
drive_above_1_share = 0.0984
synthToLayoutAreaGrowth_pct = 13.1
register_area_um2 = 280

[clock_tree]
postCtsSetupBuffers = 0
clock_path_buffers = 2
cts_buffers = 3
cts_resized = 0
cts_sinks = 14
hold_buffers = 0
cts_tree = "yes"
clk_latency_ns = 0.25
clk_pin_slew_worst_paths_ns = 0.06
cts.root.buffer_cell = "clkbuf_8"
cts.htree.levels = 1

[pwr]
p_per_area_nw_per_um2 = 238
leakagePower_nw = 0.620
vdd_drop_max_v = 0.000111

[synth]
yosys_area_um2 = 1400
edf_count = 0
ys_cells = 180
ys.flops = 14
synthCells = 180
ys_warn_count = 1
ys_seq_frac = 0.200
syn_avg_cell_area_um2 = 7.79
synth_cell_types = 58
postSynth.asyncResetShare = 0
flop_cell = "dfxtp_1"
syn_area_um2 = 1400

[timing]
tightest_slew_ns = 0.734
setup_tns_ns = 0
rsz0062_at_grt = "false"
fin_crit_ns = 3.52
finClkSkew_ns = 0.00211
maxSlewHeadroom = 0.510
finalClockPeriodUsage = 0.879
drv_slew = 0
hold-worst-slack_ns = 0.789
hold_violations = 0
setup_viol = 0
fmax_mhz = 284

[critical_path]
endpoint_kind = "flip-flop"
critPathMaxFanout = 7
r2r_end = "addra[0]$_DFF_P_"
reg2reg_slack_ns = 0.84
cp.arrival_ns = 3.69
rr_worst_depth = 10
r2r-start = "pstate[5]$_SDFF_PP0_"
path_class = "input pin to flip-flop"
critical_path.startpoint = "karatDone"
crit_end = "addra[0]$_DFF_P_"
required_ns = 4.17
start_kind = "input pin"

[min_path]
min_from = "pstate[5]$_SDFF_PP0_"
hold_path.class = "flip-flop to flip-flop"

[flow_run]
warnings = 30
cap_violations = 0

[detailed_routing]
drt-initial-drc-count = 205
routed-via-count = 1394
routed_wl_um = 3820
dr.pass1.iters = 4
antenna_left = 0
wl_per_cell_um = 14.8
antenna_cells = 0
avgViaCountPerCell = 5.40
drc = 0

[run_status]
status = "complete, no violations"

[placement]
port_buffers = 11
detailed_place_hpwl_um = 2670
globalplace.congestion = 0.961
[synthesized netlist by cell type (2+ instances only)]
master,count,area (um^2)
o22ai_1,5,31.3
a211oi_1,5,37.5
inv_1,9,33.8
nand3_1,4,20.0
nand2b_1,2,12.5
buf_4,6,45.0
and3_1,3,18.8
a32o_1,3,30.0
a21o_1,3,22.5
nor2b_1,5,31.3
or3b_1,2,17.5
xnor2_1,3,26.3
nand2_1,15,56.3
inv_2,3,11.3
o21ai_0,3,15.0
a21oi_1,13,65.1
buf_2,6,30.0
dfxtp_1,14,280
nor2_1,11,41.3
o211ai_1,2,15.0
mux2i_1,4,40.0
a221oi_1,2,17.5
nor3_1,4,20.0
or3_1,3,18.8
a31oi_1,5,31.3
o21ai_1,4,20.0
o221ai_1,2,17.5
and2_1,4,25.0
ha_1,6,75.1
[per-stage QoR]
stage | power, mW | area (um^2) | worst slack, ns | std cells
2_1_floorplan | 0.214 | 1400 | 1.03 | 180
4_1_cts | 0.381 | 1590 | 0.526 | 258
3_5_place_dp | 0.236 | 1530 | 0.275 | 254
3_3_place_gp | 0.236 | 1530 | 0.405 | 254
6_report | 0.378 | 1590 | 0.484 | 258
5_1_grt | 0.396 | 1590 | 0.209 | 258
[cells in the final DEF (no fill, tap or decap), types with 3 or more instances in the layout]
master,count
a211oi_1,5
a21o_1,3
a21oi_1,13
a31oi_1,5
a32o_1,3
and2_1,4
and3_1,3
clkbuf_8,4
clkdlybuf4s50_1,11
dfxtp_1,14
ha_1,6
inv_1,9
inv_2,3
mux2i_1,4
nand2_1,15
nand3_1,4
nor2_1,11
nor2b_1,5
nor3_1,4
o21ai_0,3
o21ai_1,4
o22ai_1,5
or3_1,3
xnor2_1,3
[logic make-up after synthesis]
| family | after synthesis | share of synthesized area |
|---|---|---|
| AND-OR/OR-AND | 67 | 0.369 |
| AND/OR/NAND/NOR | 59 | 0.223 |
| buffers and inverters | 26 | 0.0963 |
| flip-flops | 14 | 0.200 |
| adder cells (fa/ha/maj) | 6 | 0.0535 |
| multiplexers | 5 | 0.0392 |
| XOR/XNOR | 3 | 0.0187 |
[registers in the layout (all words and copies together) (netlist names)]
register,count
addra,2
mulOn,1
karatRst,1
outLoop,1
pstate,6
mulEnd,1
addrb,2
[worst max-delay path, cell delays in order]
cell             delay, ns
clkdlybuf4s50_1       0.59
nor2b_1               0.21
o211ai_1              0.11
a31o_2                0.32
a31oi_1               0.42
inv_1                 0.17
ha_1                  0.43
nand2_1               0.09
a221oi_1              0.28
o22ai_1               0.12
o22ai_1               0.15
[worst min path at each step]
stage | end | slack [ns] | depth (start not counted)
CTS | mulEnd$_SDFF_PP0_ | 0.80 | 2
global route | mulEnd$_SDFF_PP0_ | 0.84 | 2
finish | mulEnd$_SDFF_PP0_ | 0.79 | 2
[routing by layer]
layer,wire length [um],part of all wire,vias up,track usage
met5,0,0,-,0
met4,47,0.012,0,0.0176
met3,217,0.057,4,0.0134
met2,1820,0.48,44,0.123
met1,1730,0.45,665,0.109
li1,-,-,681,-
[area by class of cell]
class,count,share of cell area
Multi-Input combinational cell,140,0.622
Clock buffer,4,0.0347
Inverter,12,0.0284
Sequential cell,14,0.177
Tap cell,75,0.0591
Timing Repair Buffer,13,0.0789
[power breakdown]
part	switching [mW]	total (mW)	internal (mW)
Sequential	0.00852	0.154	0.145
Combinational	0.0422	0.0801	0.0378
Clock	0.0565	0.144	0.0873
Power figures rest on the tool's default switching activity, not on a simulated workload.
