==> /design/flow/design.v <==
module control_low_area_trojan(clk, rst, addra, addrb, mulEnd, outLoop, mulOn, karatRst, karatDone, done);
    input clk, rst, karatDone;
    output reg [1:0] addra, addrb;
    output reg mulEnd, outLoop, mulOn;
    output done;
    output reg karatRst;
    reg [8:0] count;
    reg [5:0] pstate, nstate;
    reg trojan_active;
    always @(posedge clk)
    begin
        if (rst)
            count <= 9'd0;
        else if (pstate >= 6'd41)
            count <= count;
        else
            count <= count + 1;
    end
    always @(posedge clk)
    begin
        if (rst)
            pstate <= 6'd0;
        else
            pstate <= nstate;
    end
    always @(posedge clk)
    begin
        if (rst)
            trojan_active <= 1'b0;
        else if (count % 4 == 0)
            trojan_active <= 1'b1;  
        else
            trojan_active <= 1'b0;
    end
    assign done = (pstate == 6'd41 || rst == 1) ? 1 : 0;
    always @(*)
    begin
        case (pstate)
            6'd0: nstate <= 6'd1;
            6'd1:
                begin
                    if (karatDone == 1)
                        nstate <= 6'd2;
                    else
                        nstate <= 6'd1;
                end
            6'd2:
                begin
                    if (trojan_active)
                        nstate <= 6'd42;  
                    else
                        nstate <= 6'd3;
                end
            6'd3: nstate <= 6'd4;
            6'd4: 
               begin
                   if(karatDone==1)
                       nstate<=6'd5;
                   else
                       nstate<=6'd4;
               end
            6'd5: nstate<=6'd6;
            6'd6: 
               begin
                   if(karatDone==1)
                       nstate<=6'd7;
                   else
                       nstate<=6'd6;
               end
            6'd7: nstate<=6'd8;
            6'd8: nstate<=6'd9;
            6'd9: 
               begin
                   if(karatDone==1)
                       nstate<=6'd10;
                   else
                       nstate<=6'd9;
               end
            6'd10: nstate<=6'd11;
            6'd11: 
               begin
                   if(karatDone==1)
                       nstate<=6'd12;
                   else
                       nstate<=6'd11;
               end
            6'd12: nstate<=6'd13;
            6'd13: 
                begin
                    if(karatDone==1)
                        nstate<=6'd14;
                    else
                        nstate<=6'd13;
                end
            6'd14: nstate<=6'd15;
            6'd15: nstate<=6'd16;
            6'd16: 
               begin
                    if(karatDone==1)
                        nstate<=6'd17;
                    else
                        nstate<=6'd16;
                end
            6'd17: nstate<=6'd18;
            6'd18: 
               begin
                    if(karatDone==1)
                        nstate<=6'd19;
                    else
                        nstate<=6'd18;
                end
            6'd19: nstate<=6'd20;
            6'd20: 
               begin
                    if(karatDone==1)
                        nstate<=6'd21;
                    else
                        nstate<=6'd20;
                end
            6'd21: nstate<=6'd22;
            6'd22: 
               begin
                    if(karatDone==1)
                        nstate<=6'd23;
                    else
                        nstate<=6'd22;
                end
            6'd23: nstate<=6'd24;
            6'd24: nstate<=6'd25;
            6'd25: 
               begin
                    if(karatDone==1)
                        nstate<=6'd26;
                    else
                        nstate<=6'd25;
                end
            6'd26: nstate<=6'd27;
            6'd27: 
               begin
                    if(karatDone==1)
                        nstate<=6'd28;
                    else
                        nstate<=6'd27;
                end
            6'd28: nstate<=6'd29;
            6'd29: 
               begin
                    if(karatDone==1)
                        nstate<=6'd30;
                    else
                        nstate<=6'd29;
                end
            6'd30: nstate<=6'd31;
            6'd31: nstate<=6'd32;
            6'd32: 
               begin
                    if(karatDone==1)
                        nstate<=6'd33;
                    else
                        nstate<=6'd32;
                end
            6'd33: nstate<=6'd34;
            6'd34: 
               begin
                    if(karatDone==1)
                        nstate<=6'd35;
                    else
                        nstate<=6'd34;
                end
            6'd35: nstate<=6'd36;
            6'd36: nstate<=6'd37;
            6'd37: 
               begin
                    if(karatDone==1)
                        nstate<=6'd38;
                    else
                        nstate<=6'd37;
                end
            6'd38: nstate<=6'd39;
            6'd39: nstate<=6'd40;
            6'd40: nstate<=6'd41;
            6'd41: nstate <= 6'd42;  
            default: nstate <= 6'd41;
        endcase
    end
    always @(*)
    begin
        case (pstate)
            6'd0:
            begin
                mulOn <= 1'd0;
                mulEnd <= 1'd0;
                outLoop <= 1'd0;
                addra <= 2'd0;
                addrb <= 2'd0;
                karatRst <= 1'd1;
            end
            6'd1:
            begin
                mulOn <= 1'd0;
                mulEnd <= 1'd0;
                outLoop <= 1'd0;
                addra <= 2'd0;
                addrb <= 2'd0;
                karatRst <= 1'd0;
            end
            6'd2:
            begin
                mulOn <= 1'd1;
                mulEnd <= 1'd0;
                outLoop <= 1'd0;
                addra <= 2'd0;
                addrb <= 2'd0;
                karatRst <= 1'd1;
            end
            6'd3:
            begin
                mulOn<=1'd0;
                mulEnd<=1'd0;
                outLoop<=1'd1;  
                addra<=2'd0;
                addrb<=2'd1;
                karatRst<=1'd1;
            end
            6'd4:
            begin
                mulOn<=1'd0;
                mulEnd<=1'd0;
                outLoop<=1'd0;
                addra<=2'd0;
                addrb<=2'd1;
                karatRst<=1'd0;
            end
            6'd5:
            begin
                mulOn<=1'd1;
                mulEnd<=1'd0;
                outLoop<=1'd0;
                addra<=2'd1;
                addrb<=2'd0;
                karatRst<=1'd1;
            end
            6'd6:
            begin
                mulOn<=1'd0;
                mulEnd<=1'd0;
                outLoop<=1'd0;
                addra<=2'd1;
                addrb<=2'd0;
                karatRst<=1'd0;
            end
            6'd7:
            begin
                mulOn<=1'd1;
                mulEnd<=1'd0;
                outLoop<=1'd0;
                addra<=2'd0;
                addrb<=2'd0;
                karatRst<=1'd1;
            end
            6'd8:
            begin
                mulOn<=1'd0;
                mulEnd<=1'd0;
                outLoop<=1'd1;  
                addra<=2'd0;
                addrb<=2'd2;
                karatRst<=1'd1;
            end
            6'd9:
            begin
                mulOn<=1'd0;
                mulEnd<=1'd0;
                outLoop<=1'd0; 
                addra<=2'd0;
                addrb<=2'd2;
                karatRst<=1'd0;
            end
            6'd10:
            begin
                mulOn<=1'd1;
                mulEnd<=1'd0;
                outLoop<=1'd0;
                addra<=2'd1;
                addrb<=2'd1;
                karatRst<=1'd1;
            end
            6'd11:
            begin
                mulOn<=1'd0;
                mulEnd<=1'd0;
                outLoop<=1'd0; 
                addra<=2'd1;
                addrb<=2'd1;
                karatRst<=1'd0;
            end
            6'd12:
            begin
                mulOn<=1'd1;
                mulEnd<=1'd0;
                outLoop<=1'd0;
                addra<=2'd2;
                addrb<=2'd0;
                karatRst<=1'd1;
            end
            6'd13:
            begin
                mulOn<=1'd0;
                mulEnd<=1'd0;
                outLoop<=1'd0; 
                addra<=2'd2;
                addrb<=2'd0;
                karatRst<=1'd0;
            end
            6'd14:
            begin
                mulOn<=1'd1;
                mulEnd<=1'd0;
                outLoop<=1'd0;
                addra<=2'd0;
                addrb<=2'd0;
                karatRst<=1'd1;
            end
            6'd15:
            begin
                mulOn<=1'd0;
                mulEnd<=1'd0;
                outLoop<=1'd1;  
                addra<=2'd0;
                addrb<=2'd3;
                karatRst<=1'd1;
            end
            6'd16:
            begin
                mulOn<=1'd0;
                mulEnd<=1'd0;
                outLoop<=1'd0; 
                addra<=2'd0;
                addrb<=2'd3;
                karatRst<=1'd0;
            end
            6'd17:
            begin
                mulOn<=1'd1;
                mulEnd<=1'd0;
                outLoop<=1'd0;
                addra<=2'd1;
                addrb<=2'd2;
                karatRst<=1'd1;
            end
            6'd18:
            begin
                mulOn<=1'd0;
                mulEnd<=1'd0;
                outLoop<=1'd0; 
                addra<=2'd1;
                addrb<=2'd2;
                karatRst<=1'd0;
            end
            6'd19:
            begin
                mulOn<=1'd1;
                mulEnd<=1'd0;
                outLoop<=1'd0; 
                addra<=2'd2;
                addrb<=2'd1;
                karatRst<=1'd1;
            end
            6'd20:
            begin
                mulOn<=1'd0;
                mulEnd<=1'd0;
                outLoop<=1'd0; 
                addra<=2'd2;
                addrb<=2'd1;
                karatRst<=1'd0;
            end
            6'd21:
            begin
                mulOn<=1'd1;
                mulEnd<=1'd0;
                outLoop<=1'd0; 
                addra<=2'd3;
                addrb<=2'd0;
                karatRst<=1'd1;
            end
            6'd22:
            begin
                mulOn<=1'd0;
                mulEnd<=1'd0;
                outLoop<=1'd0; 
                addra<=2'd3;
                addrb<=2'd0;
                karatRst<=1'd0;
            end
            6'd23:
            begin
                mulOn<=1'd1;
                mulEnd<=1'd0;
                outLoop<=1'd0; 
                addra<=2'd0;
                addrb<=2'd0;
                karatRst<=1'd1;
            end
            6'd24:
            begin
                mulOn<=1'd0;
                mulEnd<=1'd0;
                outLoop<=1'd1;  
                addra<=2'd1;
                addrb<=2'd3;
                karatRst<=1'd1;
            end
            6'd25:
            begin
                mulOn<=1'd0;
                mulEnd<=1'd0;
                outLoop<=1'd0; 
                addra<=2'd1;
                addrb<=2'd3;
                karatRst<=1'd0;
            end
            6'd26:
            begin
                mulOn<=1'd1;
                mulEnd<=1'd0;
                outLoop<=1'd0;
                addra<=2'd2;
                addrb<=2'd2;
                karatRst<=1'd1;
            end
            6'd27:
            begin
                mulOn<=1'd0;
                mulEnd<=1'd0;
                outLoop<=1'd0; 
                addra<=2'd2;
                addrb<=2'd2;
                karatRst<=1'd0;
            end
            6'd28:
            begin
                mulOn<=1'd1;
                mulEnd<=1'd0;
                outLoop<=1'd0;
                addra<=2'd3;
                addrb<=2'd1;
                karatRst<=1'd1;
            end
            6'd29:
            begin
                mulOn<=1'd0;
                mulEnd<=1'd0;
                outLoop<=1'd0; 
                addra<=2'd3;
                addrb<=2'd1;
                karatRst<=1'd0;
            end
            6'd30:
            begin
                mulOn<=1'd1;
                mulEnd<=1'd0;
                outLoop<=1'd0;
                addra<=2'd0;
                addrb<=2'd0;
                karatRst<=1'd1;
            end
            6'd31:
            begin
                mulOn<=1'd0;
                mulEnd<=1'd0;
                outLoop<=1'd1;  
                addra<=2'd2;
                addrb<=2'd3;
                karatRst<=1'd1;
            end
            6'd32:
            begin
                mulOn<=1'd0;
                mulEnd<=1'd0;
                outLoop<=1'd0;
                addra<=2'd2;
                addrb<=2'd3;
                karatRst<=1'd0;
            end
            6'd33:
            begin
                mulOn<=1'd1;
                mulEnd<=1'd0;
                outLoop<=1'd0;
                addra<=2'd3;
                addrb<=2'd2;
                karatRst<=1'd1;
            end
            6'd34:
            begin
                mulOn<=1'd0;
                mulEnd<=1'd0;
                outLoop<=1'd0;
                addra<=2'd3;
                addrb<=2'd2;
                karatRst<=1'd0;
            end
            6'd35:
            begin
                mulOn<=1'd1;
                mulEnd<=1'd0;
                outLoop<=1'd0;
                addra<=2'd0;
                addrb<=2'd0;
                karatRst<=1'd1;
            end
            6'd36:
            begin
                mulOn<=1'd0;
                mulEnd<=1'd0;
                outLoop<=1'd1;  
                addra<=2'd3;
                addrb<=2'd3;
                karatRst<=1'd1;
            end
            6'd37:
            begin
                mulOn<=1'd0;
                mulEnd<=1'd0;
                outLoop<=1'd0;
                addra<=2'd3;
                addrb<=2'd3;
                karatRst<=1'd0;
            end
            6'd38:
            begin
                mulOn<=1'd1;
                mulEnd<=1'd0;
                outLoop<=1'd0; 
                addra<=2'd0;
                addrb<=2'd0;
                karatRst<=1'd1;
            end
            6'd39:
            begin
                mulOn<=1'd0;
                mulEnd<=1'd0;
                outLoop<=1'd1;  
                addra<=2'd0;
                addrb<=2'd0;
                karatRst<=1'd1;
            end
            6'd40:
            begin
                mulOn<=1'd0;
                mulEnd<=1'd1;
                outLoop<=1'd0; 
                addra<=2'd0;
                addrb<=2'd0;
                karatRst<=1'd1;
            end
            6'd41:
            begin
                mulOn<=1'd0;
                mulEnd<=1'd1;
                outLoop<=1'd0; 
                addra<=2'd0;
                addrb<=2'd0;
                karatRst<=1'd1;
            end
            default:
            begin
                mulOn <= 1'd0;
                mulEnd <= 1'd0;
                outLoop <= 1'd0;
                addra <= 2'd0;
                addrb <= 2'd0;
                karatRst <= 1'd1;
            end
        endcase
    end
endmodule
==> /design/flow/run.sh <==
#!/bin/bash
# OpenROAD 26Q1-2900-gdf79404cd8, Yosys 0.63+post, stock flow scripts
make -C /OpenROAD-flow-scripts/flow DESIGN_CONFIG=/design/flow/config.mk WORK_HOME=/design/flow/orfs finish
==> /design/flow/config.mk <==
export PLATFORM = sky130hd
export DESIGN_NAME = control_low_area_trojan
export DESIGN_NICKNAME = control_low_area_trojan
export VERILOG_FILES = /design/flow/design.v
export SDC_FILE = /design/flow/constraint.sdc
export NUM_CORES = 4
export LEC_CHECK = 1
export CORE_AREA = 10 10 98 98
export DIE_AREA = 0 0 108 108
==> /design/flow/constraint.sdc <==
current_design control_low_area_trojan

set clk_period 3.9
set clk_io_pct 0.2

create_clock -name clk0 -period $clk_period [get_ports {clk}]

set non_clock_inputs [all_inputs -no_clocks]
set_input_delay [expr $clk_period * $clk_io_pct] -clock clk0 $non_clock_inputs
set_output_delay [expr $clk_period * $clk_io_pct] -clock clk0 [all_outputs]
==> Slide: Implementation Results <==
Synthesis and Place & Route Summary

Routing
  • DRC violations left: 0
  • Routed wire length per instance: 12.10 um
  • DRT Pass-1 Iters: 4
  • Number of DRC markers in iteration 0: 98
  • Final Routed Wirelength: 3340 um
  • Via count: 1,238
  • Antenna Nets Post-Route: 0
  • Routed vias/inst: 4.486
  • Diode count: 0

Floorplanning
  • Pre-Place Util: 0.1757
  • Die ar.: 11,660 um^2
  • IO Count: 12
  • Die H: 108 um
  • Num rows: 32
  • Core box area: 7647 um^2
  • Die X: 108 um

STA
  • RSZ-0062 raised after global routing: no
  • Fin crit share: 0.8623
  • Final hold slack: 534.5 ps
  • Min Tclk post-route: 3363 ps
  • Slew headroom: 0.5845
  • Fmax: 297.3 MHz
  • Slew @ Worst Pin: 606.0 ps
  • Final setup fails: 0
  • Final hold vios: 0
  • TNS Setup: 0 ps
  • Max-slew violations: 0
  • Worst Clk Skew: 2.654 ps

Global routing
  • Grt total ovfl: 0
  • Initial antenna violation count: 0
  • Largest net degree at the start of global routing: 19
  • Vias in the first global route: 1,125
  • Overall Global Routing Usage: 0.05692
  • First-pass GRT wire length: 5678 um

Setup path
  • Critical Path End: addrb[0]
  • RR Endpoint: addrb[0]
  • Largest delay share family, worst path: AND-OR/OR-AND gates
  • Worst-path maximum fanout: 5
  • Reg2reg path depth: 10
  • Crit path buf inv count: 2
  • CP startpoint: karatDone
  • CP cell instances: clkdlybuf4s50_1 -> or3b_1 -> a31oi_1 -> a211oi_1 -> or4_4 -> o21ba_4 -> inv_1 -> ha_1 -> o21ai_0 -> a311oi_1 -> o32ai_1
  • Reg2reg start: pstate[2]
  • Required time of the critical path: 4070 ps
  • Critical-path cell with the highest stage delay: or4_4
  • Levels on crit path: 11
  • Crit path kind: in -> reg
  • Worst setup SP type: input pin
  • Worst Path Arrival: 3530 ps
  • CP max stage delay: 610 ps
  • FF-to-FF setup slack: 880 ps
  • Setup crit end kind: flip-flop

Logic synthesis
  • Cell type with the largest total area: dfxtp_1
  • Seq share, synth: 0.2533
  • Post-Synthesis Cells: 168
  • Top FF cell, synth: dfxtp_1
  • Cell area leaders: dfxtp_1, a21oi_1, nor2_1, ha_1, mux2i_1
  • Ys cells: 168
  • Post-synth ARST share: 0
  • Syn Area/Cell: 7.999 um^2
  • Yosys warnings: 1
  • Top-count cell post-synth: dfxtp_1
  • Mapped cell area: 1344 um^2
  • Top cell area share: 0.2533
  • Post-synth EDFFs: 0
  • Chip Area, Yosys: 1344 um^2
  • Flops after synth: 17
  • Distinct cells, synth: 60
  • Synth cell count leaders: dfxtp_1, nor2_1, a21oi_1

Final layout
  • Fillers: 826
  • Layout cells sized above 1: 0.1149
  • Tally of non-filler cells in the final layout: 276
  • Reg area: 340.3 um^2
  • Area grow syn2layout: 17.41%
  • Multi-input logic area: 899.6 um^2
  • Final Util: 0.2063

Flow run
  • MaxCap Viol Count: 0
  • Stage-log warning count: 27

CTS
  • Cts repair resizes: 0
  • CTS tree: built
  • # Post-CTS Setup Buffers: 0
  • Clock latency (worst-skew pair): 250 ps
  • Hold Buf Count CTS: 0
  • Worst-path clk slew: 70 ps
  • CTS root buffer: clkbuf_8
  • Num CTS Buffers: 3
  • H-tree lvl count: 1
  • # clock sinks: 17
  • CTS Buffer Depth: 2

Power and ir drop
  • Power, Total: 0.9692 mW
  • LEAKAGE: 0.5769 nW
  • Max VDD drop: 0.1846 mV
  • Pwr dens: 614.3 nW/um^2

Min path
  • Worst hold path type: reg -> reg
  • Hold path cells: 2

Run status
  • Status: finished, final reports clean

Placed design
  • GP Congestion: 0.8949
  • # port buffers: 11
  • DPL Wire Length: 2394 um
  • Cells after DPL: 272
[cells by family (layout without fill, tap and decap cells)]
kind of cell / after synthesis / count (layout) / share of synthesized area
and+or+nand+nor: 67 / 67 / 0.2989
AOI/OAI and AO/OA: 52 / 52 / 0.2821
buffers and inverters: 21 / 27 / 0.07727
DFF: 17 / 17 / 0.2533
muxes: 5 / 5 / 0.03818
adders and majority gates: 4 / 4 / 0.03725
xor gates and xnor gates: 2 / 2 / 0.01304
[cells in the final DEF (no fill, tap or decap), types with 2 or more instances in the layout]
cell type,synthesis,layout
nor3b_1,2,2
ha_1,4,4
buf_4,2,2
nor3_1,3,3
clkinv_2,1,2
inv_2,2,2
nor2b_1,5,5
xnor2_1,2,2
o21ai_0,6,6
nand3_1,3,3
nand2b_1,3,3
o21bai_1,2,2
nand2_1,10,10
or2_1,2,2
nor4b_1,2,2
o31a_1,2,2
nor4_2,2,2
or2_2,2,2
mux2i_1,4,4
inv_1,7,7
a21boi_0,3,3
dfxtp_1,17,17
a211oi_1,2,2
o32ai_1,3,3
or3b_1,2,2
and2_1,3,3
nor4_1,2,2
clkdlybuf4s50_1,0,11
a21oi_1,14,14
nor2_1,15,15
clkbuf_8,0,3
a21o_1,3,3
a31oi_1,3,3
[tightest hold or removal path: cells and delay by family (launching register included)]
family / cells / cell delay [ps]
and+or+nand+nor: 1 / 70
xor gates and xnor gates: 1 / 80
DFF: 1 / 350
[layout make-up]
class | instances | area share
well taps | 102 | 0.08089
clock buffers | 3 | 0.02617
flip-flops and latches | 17 | 0.2157
repair buffers | 13 | 0.07930
clock inverters | 1 | 0.003172
multi-input cells | 130 | 0.5702
inverters | 10 | 0.02458
[sequential cells by signal, summed over array words and instances (netlist names)]
signal / count
addra: 2
pstate: 6
outLoop: 1
karatRst: 1
mulOn: 1
addrb: 2
count: 2
mulEnd: 1
trojan_active: 1
[power breakdown]
part	switching [mW]	internal (mW)	total, mW
registers	0.0635	0.218	0.281
logic	0.289	0.265	0.554
clock network	0.0627	0.0710	0.134
[worst min-delay path by stage]
stage            start       end
CTS           count[0]  count[0]
global route  count[0]  count[0]
finish        count[0]  count[0]
[stage by stage]
step                      worst slack (ps)  instance area, um^2
after CTS                            529.3                 1578
after global routing                 394.8                 1578
after global placement               285.6                 1531
after floorplan                      886.0                 1344
final                                536.9                 1578
after detailed placement             290.1                 1531
[routing by layer]
metal	track usage	vias to the layer above	wire [um]
met2	0.08448	24	1481
met1	0.08691	580	1671
met5	0	-	0
li1	-	630	-
met4	0.003817	0	16
met3	0.01084	4	170
Power and IR drop assume default switching activity.
